===== design/flow/constraint.sdc =====
current_design adder16

set clk_period 8.9
set clk_io_pct 0.2

create_clock -name clk0 -period $clk_period

set non_clock_inputs [all_inputs -no_clocks]
set_input_delay [expr $clk_period * $clk_io_pct] -clock clk0 $non_clock_inputs
set_output_delay [expr $clk_period * $clk_io_pct] -clock clk0 [all_outputs]

===== design/flow/run.sh =====
#!/bin/bash
# OpenROAD 26Q1-2900-gdf79404cd8, Yosys 0.63+post, stock flow scripts
make -C /OpenROAD-flow-scripts/flow DESIGN_CONFIG=/design/flow/config.mk WORK_HOME=/design/flow/orfs finish

===== design/flow/config.mk =====
export PLATFORM = sky130hd
export DESIGN_NAME = adder16
export DESIGN_NICKNAME = adder16
export VERILOG_FILES = /design/flow/design.v
export SDC_FILE = /design/flow/constraint.sdc
export NUM_CORES = 4
export LEC_CHECK = 1
export CORE_AREA = 10 10 71 71
export DIE_AREA = 0 0 81 81

===== design/flow/design.v =====
`timescale 1ns/1ps
module adder16 (
  input  [15:0] a, b,     
  input         cin,      
  output reg [15:0] sum,  
  output reg    cout      
);
  always @(*) begin
    {cout, sum} = a + b + cin;  
  end
endmodule

==> results.cfg <==
; flow metrics
[final_timing]
fin_ws_ns = 2.39
slew_headroom = 0.774
tightest_slew_ns = 0.338
max_freq_mhz = 154
rsz0062_at_grt = false
final_max_slew_viol_count = 0
finalSetupViolCount = 0
setup_tns_ns = 0
final_hold_viol_count = 0
finalClockPeriodUsage = 0.732
finalCriticalPeriod_ns = 6.51

[job]
warnings = 32
drv_cap = 0

[global_routing]
track_usage = 0.0648
grt_max_degree = 7
grt_pass1_vias = 817
grt_overflow = 0
grt_pass1_wl_um = 3620
antenna_found_initial = 0

[placement]
dpl.hpwl_um = 2040
placedCellCount = 187
gp_congestion = 0.773
port_buffers = 50
pre_cts_ws_ns = 2.36

[status]
status = completed

[detailed_routing]
wl_per_cell_um = 11.8
ant_nets = 0
dr.pass1.iters = 4
vias = 811
antenna_cells_inserted = 0
wirelength_um = 2210
avgViaCountPerCell = 4.34
drc = 0
drt-initial-drc-count = 22

[cells_and_area]
logic_area_um2 = 718
layout.cells.non_filler = 187
nFillCells = 363
lay_top_cells = clkdlybuf4s50_1, ha_1, a21oi_1, xnor2_1, xor2_1
nClkBuffers = 0
drive_gt1_frac = 0.0791
seq_area_um2 = 0
syn2layout_area_growth_pct = 76.5
n_sequential_cell = 0
final_common_cell = clkdlybuf4s50_1

[worst_setup_path]
max_stage_delay_ns = 0.48
critPathMaxFanout = 2
critical_path_class = in -> out
cp.required_ns = 7.12
cp-end-kind = primary output
cp_slowest_cell = clkdlybuf4s50_1
path_cells = clkdlybuf4s50_1 > fa_1 > fa_1 > a21oi_2 > o21ai_2 > a2111oi_2 > o31ai_1 > a21oi_1 > xnor2_1 > clkdlybuf4s50_1
arrival_ns = 4.73
cp-endpoint = sum[10]
startpoint = a[0]
crit_path_start_kind = input port

[logic_synthesis]
synth_cell_types = 31
yosys_cells = 89
yosys_area_um2 = 733
yosysWarnings = 1
syn_area_um2 = 733
syn_inst = 89
synth_area_per_cell_um2 = 8.24
ys_seq_frac = 0

[floorplanning]
die_h_um = 81
die_w_um = 81
dieArea_um2 = 6560
fp_util = 0.202
coreArea_um2 = 3630
rows = 22
num_io_pins = 50

[clocking]
postCtsSetupBuffers = 0
hold_buffers = 0
post_cts_resized = 0

[power]
power.total_uw = 98.6
irDropWorstVdd_mv = 0.0222
p_leak_uw = 0.000526
powerDensity_nw_per_um2 = 76.2

[worst_hold_path]
hold_path_class = in -> out
[how the worst min path moves through the flow]
stage	start	end	slack (ns)	cells after the start
CTS	b[15]	sum[15]	4.66	4
global route	cin	sum[0]	4.68	3
finish	b[15]	sum[15]	4.65	4
[kinds of logic after synthesis]
group           share of synthesized area
compound gates                      0.391
buf+inv                            0.0205
xor+xnor                            0.167
fa+ha+maj                           0.311
simple gates                        0.111
[report_power, final]
part	total, uW	switching [uW]	internal, uW	leakage (uW)
clock	0	0	0	0
sequential	0	0	0	0
combinational	98.6	34.5	64.0	0.000526
[synthesized netlist by cell type, drive strengths merged]
library cell  instances  share of area
a211o                 1          0.012
o21ai                 7          0.058
xor2                  5          0.060
ha                   15           0.26
a2111oi               1          0.020
and4                  1          0.012
o21bai                3          0.031
a211oi                1          0.017
o31ai                 2          0.027
a21oi                12          0.097
nand2                 4          0.020
a31oi                 1         0.0085
nor2b                 1         0.0085
or2                   1         0.0085
a21o                  5          0.053
o221ai                1          0.020
nor2                  3          0.015
and3                  1         0.0085
nand3                 3          0.020
a221o                 1          0.014
xnor2                 9           0.11
o21a                  2          0.020
inv                   4          0.020
fa                    2          0.055
o2bb2ai               1          0.012
nand2b                2          0.017
[worst max-delay path: cells and delay by family]
family          cells  cell delay (ns)
compound gates      5             1.00
xor+xnor            1             0.13
fa+ha+maj           2             0.89
buf+inv             2             0.92
[layout make-up]
cell class                      instances  share of cell area
Tap cell                               48              0.0464
Timing Repair Buffer                   50               0.387
Multi-Input combinational cell         85               0.555
Inverter                                4              0.0116
[metrics by stage]
| stage | cell area, um2 | hold slack, ns | util |
|---|---|---|---|
| after global placement | 1290 | 4.64 | 0.356 |
| final | 1290 | 4.65 | 0.356 |
| after floorplan | 733 | 3.66 | - |
| after detailed placement | 1290 | 4.66 | 0.356 |
| after global routing | 1290 | 4.68 | 0.356 |
| after CTS | 1290 | 4.66 | 0.356 |
[layer usage]
metal / share of wire / vias to the layer above / GRT usage
met5: 0 / - / 0
met4: 0 / 0 / 0
met3: 0.089 / 0 / 0.0178
met2: 0.44 / 28 / 0.105
met1: 0.47 / 346 / 0.0896
li1: - / 437 / -
Power and IR drop assume default switching activity.
