==> design.v <==
`timescale 1ns/1ps
module up_down_counter_3to12(
    input clk,
    input reset,        
    input up_down,      
    input load,         
    input [3:0] d,      
    output reg [3:0] q
);
    always @(posedge clk) begin
        if (reset)
            q <= 4'd3;   
        else if (load)
            q <= d;
        else if (up_down) begin
            if (q == 4'd12)
                q <= 4'd3;
            else
                q <= q + 1;
        end else begin
            if (q == 4'd3)
                q <= 4'd12;
            else
                q <= q - 1;
        end
    end
endmodule
==> run.sh <==
#!/bin/bash
# OpenROAD 26Q1-2900-gdf79404cd8, Yosys 0.63+post, stock flow scripts
make -C /OpenROAD-flow-scripts/flow DESIGN_CONFIG=/design/flow/config.mk WORK_HOME=/design/flow/orfs finish
==> config.mk <==
export PLATFORM = sky130hd
export DESIGN_NAME = up_down_counter_3to12
export DESIGN_NICKNAME = up_down_counter_3to12
export VERILOG_FILES = /design/flow/design.v
export SDC_FILE = /design/flow/constraint.sdc
export NUM_CORES = 4
export LEC_CHECK = 1
export CORE_AREA = 10 10 70 70
export DIE_AREA = 0 0 80 80
==> constraint.sdc <==
current_design up_down_counter_3to12

set clk_period 1.5
set clk_io_pct 0.2

create_clock -name clk0 -period $clk_period [get_ports {clk}]

set non_clock_inputs [all_inputs -no_clocks]
set_input_delay [expr $clk_period * $clk_io_pct] -clock clk0 $non_clock_inputs
set_output_delay [expr $clk_period * $clk_io_pct] -clock clk0 [all_outputs]
==> impl_metrics.toml <==
# flow metrics
[power]
p_clk_share_pct = 32.5
vdd_drop_max_mv = 0.1833
sw_frac_of_total_pct = 26.73
pwr-share-comb_pct = 33.6
cellPowerDensity_nw_per_um2 = 681.6
seq_power_share_pct = 33.9
p_int_w = 0.0002893
power_switching_w = 0.0001056
leakage_nw = 0.2428

[min_path]
hold_path.class = "input port to flip-flop"

[floorplan]
chipArea_um2 = 6400
design.core.area_um2 = 3416
initial_core_util_pct = 10.26
rows = 21
ios = 12
die_h_um = 80
fp.dieW_um = 80

[yosys]
yosysSeqAreaShare_pct = 22.86
ys_types = 25
ys_cells = 42
top_area_share_pct = 22.86
ys_area_um2 = 350.3
synth-edff-count = 0
ff_type = "dfxtp_1"
yosys-top-cells-count = "dfxtp_1, inv_1, nand2_1, nor3_1"
syn_inst = 42
async_reset_ff_share_pct = 0
ys.flops = 4
top_cells_by_area = "dfxtp_1, ha_1, buf_6"
ys_warn_count = 1
syn-cell-area_um2 = 350.3
top_area_cell = "dfxtp_1"
syn_avg_cell_area_um2 = 8.341

[sta]
setup_viol = 0
finalSetupTns_ps = 0
finalHoldViolations = 0
holdWs_ps = 632.6
timing.slew.headroom_pct = 80.90
finalMaxSlewViolations = 0
rsz0062_at_grt = "yes"
fmax_ghz = 0.7021
finClkSkew_ps = 1.547
post-route-min-period_ps = 1424
period_used_pct = 94.95
fin_ws_ps = 75.69
tightestPinTransition_ps = 286.5

[grt]
grt_max_degree = 13
overflow = 0
grt_pass1_vias = 330
grt_first_pass_wirelength_mm = 1.435
antenna_found_initial = 0
track_usage_pct = 2.730

[critical_path]
worst_setup_path_end_kind = "flip-flop"
crit_type = "flip-flop to flip-flop"
required_ps = 1660
worstPathMaxFanout = 6
cp_data_arrival_time_ps = 1580
start_kind = "flip-flop"

[cts]
hold_buffers = 0
cts_tree = "yes"
cts_root_buf = "clkbuf_4"
cts.sinks = 4
cts_made_buffers = 3
h-tree-depth = 1
clk_path_buf_depth = 2
cts_setup_buffers = 0
clock_latency_ps = 230
path_clk_slew_ps = 40

[cells_and_area]
top_regs = "q x4"
flop_area_um2 = 87.58
drive_above_1_share_pct = 31.03
top_register = "q"
fillers = 395
instances_no_fill = 104
layout-area-overhead-vs-synth_pct = 65.36
largest_register_ffs = 4
logic_area_um2 = 245.2

[route]
wl_met1_um = 507
wl_per_cell_um = 8.788
wirelength_um = 914
top_layer_used = "met3"
antenna_cells = 0
drtIter0Drc = 20
viasPerCell = 3.317
met3_length_um = 77
first_pass_iters = 2
wl_met2_um = 328
ant_nets = 0
drc = 0
vias = 345

[place]
io_buffers = 11
gp_congestion = 0.7338
dpl_worst_slack_ps = -206.4
placed_cells = 101
hpwl_um = 751.1

[flow_run]
tool_warnings = 27
cap_viol_max_count = 0

[status]
outcome = "complete, no violations"
==> per-layer routing <==
layer / up-vias / global-route usage [%]
li1: 189 / -
met1: 146 / 4.109
met2: 10 / 3.130
met3: 0 / 1.591
met4: 0 / 0.5282
met5: - / 0
==> final timing paths <==
check | startpoint | endpoint | slack (ps) | cells past startpoint
max | q[0]$_SDFF_PP1_ | q[2]$_SDFF_PP0_ | 80 | 6
min reg2reg | q[2]$_SDFF_PP0_ | q[2]$_SDFF_PP0_ | 650 | 2
max reg2reg | q[0]$_SDFF_PP1_ | q[2]$_SDFF_PP0_ | 80 | 6
min | d[2] | q[2]$_SDFF_PP0_ | 630 | 3
==> cell families after synthesis <==
kind of cell | share of synthesized area (%)
DFF | 22.86
muxes | 2.857
buffers and inverters | 10.71
and+or+nand+nor | 18.21
adders and majority gates | 7.142
AOI/OAI and AO/OA | 38.22
==> through the flow <==
| step | area (um^2) | utilization (%) | total power, W |
|---|---|---|---|
| floorplan | 354.1 | - | 0.0002057 |
| global placement | 529.3 | 15.49 | 0.0002618 |
| detailed placement | 529.3 | 15.49 | 0.0002643 |
| CTS | 565.5 | 16.56 | 0.0004080 |
| global route | 579.3 | 16.96 | 0.0004272 |
| finish | 579.3 | 16.96 | 0.0003949 |
==> power by group through the flow <==
stage / clock, W / combinational (W) / sequential (W)
6_report: 0.000128 / 0.000133 / 0.000134
4_1_cts: 0.000139 / 0.000136 / 0.000133
5_1_grt: 0.000142 / 0.000149 / 0.000136
==> cell type report <==
type	instances	area share (%)
clock buffers	3	3.888
inverters	4	2.592
flip-flops and latches	4	15.12
well taps	46	9.935
repair buffers	15	26.13
multi-input cells	32	42.33
==> worst max-delay path, stage by stage, from the launching register on <==
cell and delay (ps):
dfxtp_2 350, inv_2 60, ha_4 170, nor2b_4 120
a21o_1 150, a2111o_1 370, a21oi_2 130
==> layout by cell type (no fill, tap or decap), types with 2 or more instances in the layout <==
cell type	Yosys	routed
buf_4	0	3
inv_1	4	3
o21ai_0	2	2
a21oi_1	2	2
nand2_1	3	3
dfxtp_2	0	3
clkdlybuf4s50_1	0	8
dlymetal6s2s_1	0	3
nor3_1	3	3
a21o_1	2	2
clkbuf_4	0	3
a221oi_1	2	2
a31oi_1	2	2
==> what timing repair did <==
| item | 4_1_cts | 5_1_grt |
|---|---|---|
| resized | 4 | 6 |
| pin swaps | 0 | 1 |
| setup endpoints to repair | 4 | 6 |
Power is estimated from default activity; no workload was simulated.
