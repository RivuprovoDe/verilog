`flow/constraint.sdc`:
```
current_design add_4

set clk_period 2.3
set clk_io_pct 0.2

create_clock -name clk0 -period $clk_period

set non_clock_inputs [all_inputs -no_clocks]
set_input_delay [expr $clk_period * $clk_io_pct] -clock clk0 $non_clock_inputs
set_output_delay [expr $clk_period * $clk_io_pct] -clock clk0 [all_outputs]
```
`flow/run.sh`:
```
#!/bin/bash
# OpenROAD 26Q1-2900-gdf79404cd8, Yosys 0.63+post, stock flow scripts
make -C /OpenROAD-flow-scripts/flow DESIGN_CONFIG=/design/flow/config.mk WORK_HOME=/design/flow/orfs finish
```
`flow/design.v`:
```
module add_4(s,co,a,b,ci);
  output [3:0] s;
  output co;
  wire [2:0] c;
  input [3:0] a,b;
  input ci;
  full_adder fa0(a[0],b[0],ci,s[0],c[0]);
  full_adder fa1(a[1],b[1],c[0],s[1],c[1]);
  full_adder fa2(a[2],b[2],c[1],s[2],c[2]);
  full_adder fa3(a[3],b[3],c[2],s[3],co);
endmodule
module full_adder(
  input a, b, cin,
  output sum, cout
);
  assign sum = a ^ b ^ cin;
  assign cout = (a & b) | (b & cin) | (a & cin);
endmodule
```
`flow/config.mk`:
```
export PLATFORM = sky130hd
export DESIGN_NAME = add_4
export DESIGN_NICKNAME = add_4
export VERILOG_FILES = /design/flow/design.v
export SDC_FILE = /design/flow/constraint.sdc
export NUM_CORES = 4
export LEC_CHECK = 1
export CORE_AREA = 10 10 70 70
export DIE_AREA = 0 0 80 80
```
==> impl_metrics.yaml <==
# flow metrics
floorplanning:
  chipArea_sq_mm: 0.00640
  initial_utilization_pct: 4.32
  core-area_sq_mm: 0.00342
  die_h_microns: 80
  row_count: 21
  io_pins: 14
  dieWidth_microns: 80
layout:
  final_cells: 74
  syn_to_final_growth_pct: 112
  seq_cell_count: 0
  postLayoutCoreUtil_pct: 9.16
  drive_gt1_share_pct: 50.0
  flop_area_sq_um: 0
  n_clock_buffer: 0
pwr:
  power_switching_share_pct: 36.2
  p_int_mw: 0.0358
  switchingPower_mw: 0.0203
  clock_power_share_pct: 0
  combPwrFrac_pct: 100.0
  ir_drop_v: 0.0000199
  power_density_mw_per_mm2: 179
  leakage_nw: 0.141
  seqPwrFrac_pct: 0
hold_path:
  hp-class: "in -> out"
  hold_depth: 3
route:
  via_per_inst: 1.66
  dr.pass1.iters: 1
  antenna_cells: 0
  wl_microns: 505
  wl_per_cell_microns: 6.82
  drt-initial-drc-count: 0
  vias: 123
  ant_nets: 0
  drc: 0
critical_path:
  start_kind: "input port"
  required_ns: 1.84
  critPathMostFrequentCell: "fa_2"
  crit_chain: "buf_6, inv_4, fa_2, inv_2, fa_2, fa_2, inv_2, fa_1, inv_1, buf_2"
  worstPathArrival_ns: 2.11
  cp-end-kind: "output pin"
  crit_fanout: 1
  slowest_stage: "fa_1"
  worstSetupPathType: "in -> out"
  cp_slowest_stage_delay_ns: 0.40
synthesis:
  yosys_warnings: 0
  ys_top_logic_family: "adder cells"
  muxShareOfSynthArea_pct: 0
  synthCells: 18
  yosysChipArea_sq_um: 148
  top_cell_area_share_pct: 54.2
  ys_sh_simple_pct: 0
  ys_cells: 18
  synthAdderAreaFrac_pct: 54.2
  syn-cell-area_sq_um: 148
  synth.cellmix.compoundShare_pct: 0
  synth.largest_area_cell: "fa_1"
  netlist-cell-type-count: 3
  ys_sh_xor_pct: 0
  syn_avg_cell_area_sq_um: 8.20
  ys_top_cells_by_area: "fa_1 (54%), inv_1 (25%), buf_4 (20%)"
  ys_seq_share_pct: 0
place:
  gp_congestion: 0.661
  placed_cells_incl_taps: 74
  io_buffer_count: 14
  hpwl_microns: 513
final_timing:
  fmax_mhz: 389
  rsz0062_at_grt: "yes"
  min_period_ns: 2.57
  setup_violations: 2
  period_used_pct: 112
  fin_ws_ns: -0.267
  worst_pin_slew_ns: 0.110
  max_slew_margin_pct: 92.7
  finalMaxSlewViolations: 0
  finalHoldViolCount: 0
grt:
  track_usage_pct: 1.44
  grt_pass1_vias: 135
  grt_start_max_net_pins: 2
  grt_overflow_total: 0
  grt_pass1_wl_microns: 696
  antenna_found_initial: 0
outcome:
  violations: "negative setup slack"
  status: "finished, violations left"
clock_network:
  postCtsHoldBufs: 0
  post-cts-setup-buffers: 0
run:
  maxCapViolCount: 0
  warning_count: 35
-- layout make-up --
cell class	instances	area, sq um
tap	46	57.6
multi-input combinational	4	87.6
fill	404	3100
timing repair buffer	14	125
inverter	10	42.5
-- cell families after synthesis --
| kind of cell | Yosys count |
|---|---|
| buf+inv | 14 |
| fa+ha+maj | 4 |
-- power by group through the flow --
stage	Sequential (mW)	Combinational [mW]	Clock (mW)
6_report	0	0.0561	0
4_1_cts	0	0.0601	0
5_1_grt	0	0.0656	0
-- metal layers --
layer	vias to the layer above	track usage, %	wire length, microns
met5	-	0	0
met4	0	0	0
met3	0	1.25	101
met2	7	2.41	234
met1	56	1.40	170
li1	60	-	-
-- critical path, delay by kind of cell --
kind	cells	cell delay, ns
adder cells (fa/ha/maj)	4	1.26
buffers and inverters	6	0.39
-- cells in the mapped netlist --
cell and number:
inv_1 10, buf_4 4, fa_1 4
-- worst paths after layout --
path                  startpoint    to  slack, ns
worst min-delay path        b[1]  s[1]       1.55
worst max-delay path          ci  s[3]      -0.27
-- placed cells by master, fill, tap and decap left out --
| cell | Yosys | layout |
|---|---|---|
| clkbuf_2 | 0 | 1 |
| fa_2 | 0 | 3 |
| inv_2 | 0 | 3 |
| dlygate4sd2_1 | 0 | 3 |
| inv_4 | 0 | 2 |
| buf_2 | 0 | 2 |
| inv_1 | 10 | 5 |
| buf_6 | 0 | 3 |
| clkdlybuf4s50_1 | 0 | 5 |
| fa_1 | 4 | 1 |
-- through the flow --
step | instance area (sq um) | setup slack (ns) | total power [mW] | TNS, ns | hold slack (ns)
final | 313 | -0.267 | 0.0561 | -0.337 | 1.55
after floorplan | 153 | -0.122 | 0.0304 | -0.122 | 1.15
after CTS | 317 | -0.342 | 0.0601 | -0.608 | 1.55
after global routing | 313 | -0.331 | 0.0656 | -0.470 | 1.60
after global placement | 320 | -0.986 | 0.0664 | -3.21 | 2.00
after detailed placement | 320 | -1.00 | 0.0673 | -3.28 | 2.00
-- what timing repair did --
action                                  CTS  global route
cloned                                    0             0
resized                                  31             2
endpoints found under the setup margin    5             3
pin swaps                                 4             3
No activity file was given, so power comes from the tool's default toggle rates.
